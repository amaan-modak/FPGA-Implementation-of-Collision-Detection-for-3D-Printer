File: ./run.sh
#!/bin/bash
# OpenROAD 26Q1-2900-gdf79404cd8, Yosys 0.63+post, stock flow scripts
make -C /OpenROAD-flow-scripts/flow DESIGN_CONFIG=/design/flow/config.mk WORK_HOME=/design/flow/orfs finish
File: ./config.mk
export PLATFORM = sky130hd
export DESIGN_NAME = is_vertical
export DESIGN_NICKNAME = is_vertical
export VERILOG_FILES = /design/flow/design.v
export SDC_FILE = /design/flow/constraint.sdc
export NUM_CORES = 4
export LEC_CHECK = 1
export CORE_UTILIZATION = 30
File: ./constraint.sdc
current_design is_vertical

set clk_period 31.7
set clk_io_pct 0.2

create_clock -name clk0 -period $clk_period

set non_clock_inputs [all_inputs -no_clocks]
set_input_delay [expr $clk_period * $clk_io_pct] -clock clk0 $non_clock_inputs
set_output_delay [expr $clk_period * $clk_io_pct] -clock clk0 [all_outputs]
File: ./design.v
`timescale 1ns / 1ps
module CollisionDetect(
    input clk,
    input reset,
    input in_val,
    input [7:0] x1,
    input [7:0] y1,
    input [7:0] z1,
    input [7:0] x2,
    input [7:0] y2,
    input [7:0] z2,
    output wire out_val,
    output wire [7:0] lineID
    );
    reg [7:0] x1_mem[63:0];
    reg [7:0] y1_mem[63:0];
    reg [7:0] z1_mem[63:0];
    reg [7:0] x2_mem[63:0];
    reg [7:0] y2_mem[63:0];
    reg [7:0] z2_mem[63:0];
    reg [63:0] invalid;
    reg [7:0] total;   
    reg [7:0] line_idx, idx_i, idx_j;
    reg [7:0] linecount;   
    reg detecting, done;
    reg [7:0] null_count;
    reg found;
    wire inter;
    reg [95:0] p1, p2, q1, q2;
    always @(posedge clk) begin
        p1 = {0, 0, 0};
        p2 = {1, 1, 0};
        q1 = {2, 2, 0};
        q2 = {3, 3, 0};
        if (reset) begin
            total = 0;
            null_count = 0;
            idx_i = 0;
            idx_j = 1;   
            invalid = 64'b0;
            done = 0;
            detecting = 0;
        end else if (in_val) begin
            x1_mem[total] = x1;  
            y1_mem[total] = y1;  
            z1_mem[total] = z1;  
            x2_mem[total] = x2;  
            y2_mem[total] = y2;  
            z2_mem[total] = z2;  
            total = (total < 63) ? total + 1 : total;
            null_count = 0;
        end else if (null_count >= 16 && !done) begin
            detecting = 1;
        end else if (!detecting && !done) begin
            null_count = null_count + 1;
        end
        if (detecting && !done) begin
            if (inter) begin   
                invalid[idx_j] = 1;
                idx_j = idx_j + 1;
                idx_i = 0;
            end else if (idx_j >= total) begin
                done = 1;
                detecting = 0;
                idx_i = 0;
                idx_j = 0;
            end else if (idx_i == idx_j || invalid[idx_j]) begin
                idx_j = idx_j + 1;
                idx_i = 0;
            end else if (invalid[idx_i]) begin
                idx_i = idx_i + 1;
            end else begin
                p1 = {{24'b0, x1_mem[idx_i]}, {24'b0, y1_mem[idx_i]}, {24'b0, z1_mem[idx_i]}};
                p2 = {{24'b0, x2_mem[idx_i]}, {24'b0, y2_mem[idx_i]}, {24'b0, z2_mem[idx_i]}};
                q1 = {{24'b0, x1_mem[idx_j]}, {24'b0, y1_mem[idx_j]}, {24'b0, z1_mem[idx_j]}};
                q2 = {{24'b0, x2_mem[idx_j]}, {24'b0, y2_mem[idx_j]}, {24'b0, z2_mem[idx_j]}};
                found = inter;
                line_idx = idx_j + 1;
                idx_i = idx_i + 1;
            end
        end else begin
            found = 0;
            line_idx = -1;
        end
    end
    DetectTwoLines u_1(p1, p2, q1, q2, inter);
    assign lineID = line_idx;
    assign out_val = inter;
endmodule
module DetectTwoLines(
    input wire [95:0] p1,
    input wire [95:0] p2,
    input wire [95:0] q1,
    input wire [95:0] q2,
    output reg intersect
    );
    wire [95:0] p1p2, q1q2, cross;
    wire [3:0] on_seg;
    wire inter;
    vector_v u_1(p1, p2, p1p2);
    vector_v u_2(q1, q2, q1q2);
    on_segment u_3(p1, p2, q1, on_seg[0]);
    on_segment u_4(p1, p2, q2, on_seg[1]);
    on_segment u_5(q1, q2, p1, on_seg[2]);
    on_segment u_6(q1, q2, p2, on_seg[3]);
    cross_product u_7(p1p2, q1q2, cross);
    is_intersect u_8(p1, p2, q1, q2, inter);
    always @* begin
        if (on_seg) begin
            intersect = 1'b1;
        end else if (cross == 96'b0) begin
            intersect = 1'b0;
        end else begin
            intersect = inter;
        end
    end
endmodule
module max2(
    input wire [31:0] a,
    input wire [31:0] b,
    output wire [31:0] o
    );
    assign o = (a > b) ? a : b;
endmodule
module min2(
    input wire [31:0] a,
    input wire [31:0] b,
    output wire [31:0] o
    );
    assign o = (a < b) ? a : b;
endmodule
module vector_p(
    input wire [31:0] x1,
    input wire [31:0] y1,
    input wire [31:0] z1,
    input wire [31:0] x2,
    input wire [31:0] y2,
    input wire [31:0] z2,
    output wire [95:0] p
    );
    assign p = {x2 - x1, y2 - y1, z2 - z1};
endmodule
module vector_v(
    input wire [95:0] p1,
    input wire [95:0] p2,
    output wire [95:0] v
    );
    vector_p u_1(p1[95:64], p1[63:32], p1[31:0], 
             p2[95:64], p2[63:32], p2[31:0], 
             v);
endmodule
module cross_product(
    input wire [95:0] v1, 
    input wire [95:0] v2,
    output reg [95:0] o
    );
    reg signed [31:0] x1, y1, z1;
    reg signed [31:0] x2, y2, z2;
    reg signed [31:0] x, y, z;
    always @* begin
        x1 = v1[95:64];
        y1 = v1[63:32];
        z1 = v1[31:0];
        x2 = v2[95:64];
        y2 = v2[63:32];
        z2 = v2[31:0];
        x = y1 * z2 - z1 * y2;
        y = x2 * z1 - x1 * z2;
        z = x1 * y2 - y1 * x2;
        o = {x, y, z};
    end
endmodule
module dot_product(
    input wire [95:0] v1,
    input wire [95:0] v2,
    output reg [63:0] result
    );
    reg signed [31:0] x1, y1, z1;
    reg signed [31:0] x2, y2, z2;
    always @* begin
        x1 = v1[95:64];
        y1 = v1[63:32];
        z1 = v1[31:0];
        x2 = v2[95:64];
        y2 = v2[63:32];
        z2 = v2[31:0];
        result = x1 * x2 + y1 * y2 + z1 * z2;
    end
endmodule
module hybrid_product(
    input wire [95:0] v1,
    input wire [95:0] v2,
    input wire [95:0] v3,
    output wire [63:0] result
    );
    wire [95:0] v12;
    cross_product u_1(v1, v2, v12);
    dot_product u_2(v12, v3, result);
endmodule
module add_vec(
    input wire [95:0] p1,
    input wire [95:0] v,
    output reg [95:0] o
    );
    reg signed [31:0] x1, y1, z1;
    reg signed [31:0] x2, y2, z2;
    reg signed [31:0] x, y, z;
    always @* begin
        x1 = p1[95:64];
        y1 = p1[63:32];
        z1 = p1[31:0];
        x2 = v[95:64];
        y2 = v[63:32];
        z2 = v[31:0];
        x = x2 + x1;
        y = y2 + y1;
        z = z2 + z1;
        o = {x, y, z};
    end
endmodule
module is_vertical(
    input wire [95:0] p1,
    input wire [95:0] p2,
    input wire [95:0] q1,
    input wire [95:0] q2,
    output wire o
    );
    wire [95:0] v1, v2;
    wire [31:0] result;
    vector_v u_1(p1, p2, v1);
    vector_v u_2(q1, q2, v2);
    dot_product u_3(v1, v2, result);
    assign o = result ? 1'b0 : 1'b1;
endmodule
module on_segment(
    input wire [95:0] p1,
    input wire [95:0] p2,
    input wire [95:0] q,
    output reg o
    );
    wire [95:0] p1p2, p1q, cross;
    reg signed [31:0] x1, y1, z1;
    reg signed [31:0] x2, y2, z2;
    reg signed [31:0] x, y, z;
    vector_v u_1(p1, p2, p1p2);
    vector_v u_2(p1, q, p1q);
    cross_product u_3(p1p2, p1q, cross);
    always @* begin
        x1 = p1[95:64];
        y1 = p1[63:32];
        z1 = p1[31:0];
        x2 = p2[95:64];
        y2 = p2[63:32];
        z2 = p2[31:0];
        x = q[95:64];
        y = q[63:32];
        z = q[31:0];
        if (cross != 96'b0) begin
            o = 1'b0;   
        end else begin
            if (x <= max(x1, x2) && x >= min(x1, x2) && y <= max(y1, y2) && y >= min(y1, y2) && z <= max(z1, z2) && z >= min(z1, z2))
                o = 1'b1;   
            else
                o = 1'b0;
        end
    end
    function [31:0] max;
        input [31:0] a, b;
        max = ($signed(a) >= $signed(b)) ? a : b;
    endfunction
    function [31:0] min;
        input [31:0] a, b;
        min = ($signed(a) <= $signed(b)) ? a : b;
    endfunction
endmodule
module is_intersect(
    input wire [95:0] p1,
    input wire [95:0] p2,
    input wire [95:0] q1,
    input wire [95:0] q2,
    output wire o
    );
    wire [95:0] p1p2, q1q2, p1q1, p1q2, q1p1, q1p2;
    wire [95:0] vz, z, z1, p1z, q1z1;
    wire [63:0] hybrid[4:0];
    wire [63:0] delta1, delta2;
    vector_v u_1(p1, p2, p1p2);
    vector_v u_2(q1, q2, q1q2);
    vector_v u_3(p1, q1, p1q1);
    vector_v u_4(p1, q2, p1q2);
    vector_v u_5(q1, p1, q1p1);
    vector_v u_6(q1, p2, q1p2);
    hybrid_product u_7(p1p2, q1q2, p1q1, hybrid[0]);
    cross_product u_8(p1p2, q1q2, vz);
    add_vec u_9(p1, vz, z);
    add_vec u_10(q1, vz, z1);
    vector_v u_11(p1, z, p1z);
    vector_v u_12(q1, z1, q1z1);
    hybrid_product u_13(p1p2, p1q1, p1z, hybrid[1]);
    hybrid_product u_14(p1p2, p1q2, p1z, hybrid[2]);
    hybrid_product u_15(q1q2, q1p1, q1z1, hybrid[3]);
    hybrid_product u_16(q1q2, q1p2, q1z1, hybrid[4]);
    assign delta1 = hybrid[1] * hybrid[2];
    assign delta2 = hybrid[3] * hybrid[4];
    assign o = (hybrid[0] != 64'b0) ? 1'b0 : (($signed(delta1) <= 0 && $signed(delta2) <= 0) ? 1'b1 : 1'b0);
endmodule
==> flow_summary.json <==
{
  "setup_slack_ps": 5540,
  "yosys_warnings": 2,
  "place.detailed.hpwl_um": 171000,
  "grt_pass1_wl_um": 299000,
  "worstSetupEndpoint": "o",
  "critical_path_fanout_max": 6,
  "avgSynthCellArea_um2": 8.74,
  "run_status": "finished clean",
  "dr.first_iter.drc_count": 1998,
  "first_global_vias": 49358,
  "crit_path_max_incr_delay_ps": 690,
  "dieHeight_um": 437,
  "placementRows": 159,
  "min-delay-path-class": "input pin to output port",
  "timing_worst_setup_path_type": "input pin to output port",
  "post-place-ws_ps": 5510,
  "wl_per_cell_um": 20.7,
  "number_of_max_cap_violations": 0,
  "routed_wl_um": 193000,
  "worst_setup_path_startpoint": "p2[32]",
  "synth_chip_area_mm2": 0.0568,
  "initCoreUtil_pct": 30.2,
  "syn_inst": 6497,
  "maxClockFrequency_mhz": 38.2,
  "io_buffer_count": 385,
  "design.die.area_mm2": 0.191,
  "core-area_mm2": 0.188,
  "groute.usage.overall_pct": 21.8,
  "cp_data_required_time_ps": 25360,
  "maximum_number_of_pins_on_one_net_before_global_route_repair": 35,
  "openroad.warnings": 32,
  "fin_crit_ps": 26160,
  "grt_antenna_before_repair": 3,
  "clock_buffer_count": 0,
  "timing.hold.worst_path_depth": 11,
  "ios": 385,
  "netlist_top_cells_count": "1341 x sky130_fd_sc_hd__fa_1, 1318 x sky130_fd_sc_hd__inv_1, 824 x sky130_fd_sc_hd__nor2_1",
  "layout-drive-gt1-share_pct": 4.44,
  "fin_crit_sh_pct": 82.5,
  "post_synth_main_area_contributors": "sky130_fd_sc_hd__fa_1 47%, sky130_fd_sc_hd__ha_1 13%, sky130_fd_sc_hd__inv_1 8.7%",
  "gp_congestion": 1.03,
  "worstMarginPinSlew_ps": 1070,
  "dr_total_vias": 44850,
  "synthMostInstantiatedCell": "sky130_fd_sc_hd__fa_1",
  "critical_path.slowest_cell": "sky130_fd_sc_hd__fa_1",
  "most_prevalent_standard_cell_on_the_critical_path": "sky130_fd_sc_hd__fa_1",
  "top_area_share_pct": 47.3,
  "seq_area_frac_synth_pct": 0,
  "antenna-diode-count": 0,
  "drt_pass1_iterations": 25,
  "grt_overflow_total": 0,
  "finalHoldViolations": 0,
  "area_growth_pct": 13.7,
  "setup_viol": 0,
  "critical_path_capture_point_type": "output port",
  "number_of_slew_limit_violations_in_the_final_report": 0,
  "hold_buffers": 0,
  "critical_path.startpoint_type": "input pin",
  "arrival_ps": 19820,
  "post-route-drc-count": 0,
  "die_x_extent_um": 437,
  "timing.slew.headroom_pct": 28.1,
  "detail_routed_via_count_per_cell": 4.80,
  "final_antenna_net_count": 0,
  "yosysCellCount": 6497,
  "cts_setup_buffers": 0,
  "seq_area_um2": 0,
  "synth_area_leader_cell": "sky130_fd_sc_hd__fa_1",
  "unrepaired_setup_endpoints_after_global_routing": "false",
  "post_cts.resized_instances": 0,
  "synth.lib_cells_used.distinct": 81,
  "seq_cells": 0,
  "post_synth_instance_area_mm2": 0.0568,
  "timing.setup.tns_ps": 0
}
==> layout make-up <==
type                       count  area [um^2]
timing repair buffer         583         5340
multi-input combinational   4953        51200
inverter                    1318         4950
fill                       19207       123000
tap                         2495         3120
==> how the worst min path moves through the flow <==
stage     startpoint  to  slack (ps)
5_1_grt       q2[28]   o       15340
4_1_cts       q2[28]   o       15330
6_report      q1[28]   o       15270
==> per-layer routing <==
metal  wire length [um]  part of all wire [%]  vias up  track usage [%]
li1                   -                     -    20349                -
met1              73000                    38    22334             27.3
met2              88200                    46     1872             33.4
met3              24800                    13      285             11.2
met4               6830                   3.5       10             5.87
met5                218                  0.11        -            0.655
==> per-stage QoR <==
step	hold WS (ps)	instance area [um^2]	utilization, %	instances
2_1_floorplan	13540	56800	-	6497
3_3_place_gp	15300	64600	34.4	9349
3_5_place_dp	15310	64600	34.4	9349
4_1_cts	15330	64600	34.4	9349
5_1_grt	15340	64600	34.4	9349
6_report	15270	64600	34.4	9349
==> cell families after synthesis <==
logic type | Yosys count | share of synthesized area (%)
XOR/XNOR | 417 | 7.21
AND-OR/OR-AND | 593 | 6.93
AND/OR/NAND/NOR | 2003 | 15.2
adder cells (fa/ha/maj) | 1936 | 60.4
multiplexers | 4 | 0.0727
buffers and inverters | 1544 | 10.2
==> placed cells by master, fill, tap and decap left out, types with 11 or more instances in the layout <==
cell and instances:
sky130_fd_sc_hd__fa_1 1341, sky130_fd_sc_hd__inv_1 1318, sky130_fd_sc_hd__nor2_1 824, sky130_fd_sc_hd__nand2_1 724, sky130_fd_sc_hd__ha_1 595, sky130_fd_sc_hd__clkdlybuf4s50_1 385, sky130_fd_sc_hd__xnor2_1 230, sky130_fd_sc_hd__buf_4 198
sky130_fd_sc_hd__a21oi_1 152, sky130_fd_sc_hd__xor2_1 130, sky130_fd_sc_hd__nand2b_1 126, sky130_fd_sc_hd__a21o_1 104, sky130_fd_sc_hd__o21ai_0 103, sky130_fd_sc_hd__nor2b_1 76, sky130_fd_sc_hd__or2_2 59, sky130_fd_sc_hd__nand3_1 47
sky130_fd_sc_hd__and2_1 37, sky130_fd_sc_hd__o21a_1 35, sky130_fd_sc_hd__nor3_1 30, sky130_fd_sc_hd__a31oi_1 29, sky130_fd_sc_hd__xnor3_1 29, sky130_fd_sc_hd__a211oi_1 23, sky130_fd_sc_hd__nand4_1 22, sky130_fd_sc_hd__o211ai_1 21
sky130_fd_sc_hd__and3_1 19, sky130_fd_sc_hd__xnor2_2 18, sky130_fd_sc_hd__o21bai_1 13, sky130_fd_sc_hd__o31a_1 11
==> critical path, delay by kind of cell <==
| kind | cells | cell delay, ps |
|---|---|---|
| AND-OR/OR-AND | 6 | 1690 |
| XOR/XNOR | 15 | 3690 |
| adder cells (fa/ha/maj) | 13 | 6370 |
| buffers and inverters | 3 | 1040 |
| AND/OR/NAND/NOR | 3 | 630 |
